## ./config.mk

```make
export PLATFORM = sky130hd
export DESIGN_NAME = Verilog2
export DESIGN_NICKNAME = Verilog2
export VERILOG_FILES = /design/flow/design.v
export SDC_FILE = /design/flow/constraint.sdc
export NUM_CORES = 4
export LEC_CHECK = 1
export CORE_AREA = 10 10 70 70
export DIE_AREA = 0 0 80 80
```

## ./constraint.sdc

```tcl
current_design Verilog2

set clk_period 2.0
set clk_io_pct 0.2

create_clock -name clk0 -period $clk_period [get_ports {clk}]

set non_clock_inputs [all_inputs -no_clocks]
set_input_delay [expr $clk_period * $clk_io_pct] -clock clk0 $non_clock_inputs
set_output_delay [expr $clk_period * $clk_io_pct] -clock clk0 [all_outputs]
```

## ./design.v

```verilog
module Verilog2(
    input rst,
    input dir,
    input clk,
    input en,
    output reg [3:0] signal
    );
    localparam sig4 = 3'b001;
    localparam sig3 = 3'b011;
    localparam sig2 = 3'b010;
    localparam sig1 = 3'b110;
    localparam sig0 = 3'b000;
    reg [2:0] present_state, next_state;
    always @ (present_state, dir, en)
    begin
        case(present_state)
        sig4:
        begin
            if (dir == 1'b0 && en == 1'b1)
                next_state = sig3;
            else if (dir == 1'b1 && en == 1'b1)
                next_state = sig1;
            else 
                next_state = sig0;
        end  
        sig3:
        begin
            if (dir == 1'b0&& en == 1'b1)
                next_state = sig2;
            else if (dir == 1'b1 && en == 1'b1)
                next_state = sig4;
            else 
                next_state = sig0;
        end 
        sig2:
        begin
            if (dir == 1'b0&& en == 1'b1)
                next_state = sig1;
            else if (dir == 1'b1 && en == 1'b1)
                next_state = sig3;
            else 
                next_state = sig0;
        end 
        sig1:
        begin
            if (dir == 1'b0&& en == 1'b1)
                next_state = sig4;
            else if (dir == 1'b1 && en == 1'b1)
                next_state = sig2;
            else 
                next_state = sig0;
        end
        sig0:
        begin
            if (en == 1'b1)
                next_state = sig1;
            else 
                next_state = sig0;
        end
        default:
            next_state = sig0; 
        endcase
    end 
    always @ (posedge clk, posedge rst)
    begin
        if (rst == 1'b1)
            present_state = sig0;
        else 
            present_state = next_state;
    end
    always @ (posedge clk)
    begin
        if (present_state == sig4)
            signal = 4'b1000;
        else if (present_state == sig3)
            signal = 4'b0100;
        else if (present_state == sig2)
            signal = 4'b0010;
        else if (present_state == sig1)
            signal = 4'b0001;
        else
            signal = 4'b0000;
    end
endmodule
```

## ./run.sh

```bash
#!/bin/bash
# OpenROAD 26Q1-2900-gdf79404cd8, Yosys 0.63+post, stock flow scripts
make -C /OpenROAD-flow-scripts/flow DESIGN_CONFIG=/design/flow/config.mk WORK_HOME=/design/flow/orfs finish
```

==> results.ini <==
[final_layout]
nFillCells = 388
drive_above_1_share = 0.143
synthToLayoutAreaGrowth_pct = 48.8
final_common_cell = clkdlybuf4s50_1
most-common-layout-cells = clkdlybuf4s50_1, nor2b_1, dfrtp_1, dfxtp_1

[sta]
setup_viol = 0
rsz0062_at_grt = no
drv_slew = 0
fmax_mhz = 705
setup-tns-final_ns = 0
tightest_slew_ns = 0.242
holdWs_ns = 0.340
finalClockPeriodUsage = 0.709
max_slew_margin = 0.838
period_needed_ns = 1.42
skew_ns = 0.000357
hold_viol = 0
finalWorstSetupSlack_ns = 0.582

[clock_tree]
post_cts_resized = 0
ctsLongestPathBuffers = 2
cts.htree.levels = 1
ctsHoldBuffers = 0
tritoncts = built
numCtsBuffers = 3
postCtsSetupBuffers = 0
clock_sinks = 9
clock_latency_ns = 0.25
clockRootBuffer = clkbuf_4
clk_pin_slew_ns = 0.06

[setup_path]
crit_family = buffers and inverters
cp.required_ns = 1.60
critPathArrivalTime_ns = 1.02
path_max_fanout = 1
end_kind = primary output
cpPeakStageDelay_ns = 0.46
cp_cell_sequence = clkdlybuf4s50_1
start_kind = register
crit_path_top_delay_cell = clkdlybuf4s50_1
path_class = register to primary output
path_buffers = 1

[routing]
via_per_inst = 2.47
n_antenna_cell = 0
drc_errors = 0
vias = 200
antenna_left = 0
initialDrtViolationCount = 23
wirelength_um = 511
wl_per_cell_um = 6.31
first_pass_iters = 3

[synth]
syn-instance-count = 24
yosys.cell_types.count = 13
synth-seq-cells = 9
syn_area_per_cell_um2 = 13.1
yosys_cells = 24
yosysWarnings = 1
syn_area_um2 = 315
yosys_area_um2 = 315
ys_seq_share = 0.655

[power_and_ir_drop]
power.switching_mw = 0.0725
clkPwrFrac = 0.369
pwr-share-comb = 0.082
totalPowerFinal_mw = 0.361
irDropWorstVdd_uv = 124
intPower_mw = 0.288
p_sw_frac = 0.201
pwr-share-seq = 0.549
p_per_area_nw_per_um2 = 769
p_leak_nw = 0.187

[die]
rows = 21
fp_util = 0.0923
die_area_um2 = 6400
die_w_um = 80
core_um2 = 3420
die-height_um = 80
io_pins = 8

[placement]
pre_cts_ws_ns = 0.388
place_hpwl_um = 432
gp_congestion = 0.756
port_buffers = 7

[global_routing]
grt_start_max_net_pins = 7
first_global_vias = 212
antenna_found_initial = 0
grt_pass1_wl_um = 821
overflow = 0
grtUsageTotal = 0.0151

[status]
status = complete, no violations

[worst_hold_path]
hp-class = primary input to asynchronous set/reset pin

[job]
maxCapViolations = 0
tool_warnings = 25

kinds of logic after synthesis:
group                  count (synthesis)  synth area share
DFF                                    9             0.655
muxes                                  4             0.143
AOI/OAI and AO/OA                      2            0.0397
buffers and inverters                  1            0.0119
and+or+nand+nor                        8             0.151
power by group through the flow:
stage / registers, mW / clock network, mW / logic [mW]
global route: 0.199 / 0.148 / 0.0329
finish: 0.198 / 0.133 / 0.0297
CTS: 0.198 / 0.138 / 0.0304
layer usage:
layer,up-vias,wire [um],part of all wire,track usage
met5,-,0,0,0
met4,0,0,0,0.00704
met3,0,74,0.14,0.00909
met2,9,246,0.48,0.0249
met1,89,190,0.37,0.0148
li1,102,-,-,-
state kept, by name, indices dropped and copies added (netlist names):
name	flops
present_state	5
signal	4
Yosys cell counts:
| cell type | count | area (um^2) |
|---|---|---|
| mux2i_1 | 3 | 30.0 |
| inv_1 | 1 | 3.75 |
| nor3b_1 | 1 | 7.51 |
| dfrtp_1 | 4 | 100 |
| o21a_1 | 1 | 7.51 |
| mux2_4 | 1 | 15.0 |
| dfstp_2 | 1 | 26.3 |
| nor2_1 | 1 | 3.75 |
| nor2b_1 | 4 | 25.0 |
| dfxtp_1 | 4 | 80.1 |
| nor3_1 | 1 | 5.00 |
| a21oi_1 | 1 | 5.00 |
| and2_1 | 1 | 6.26 |
metrics by stage:
step,area [um^2],cells,util
5_1_grt,469,81,0.137
4_1_cts,469,81,0.137
6_report,469,81,0.137
3_5_place_dp,443,77,0.130
2_1_floorplan,315,24,-
3_3_place_gp,443,77,0.130
final timing paths:
kind,startpoint,slack (ns),cells after the start,end
worst min-delay path,rst,0.34,2,present_state[1]$_DFF_PP0_
worst max register to register,present_state[3]$_DFF_PP0_,1.03,2,present_state[2]$_DFF_PP0_
max in group asynchronous,rst,1.42,2,present_state[0]$_DFF_PP1_
min in group clk0,present_state[3]$_DFF_PP0_,0.48,0,signal[3]$_SDFF_PP1_
worst max-delay path,signal[2]$_SDFF_PP0_,0.58,1,signal[2]
worst min register to register,present_state[3]$_DFF_PP0_,0.48,0,signal[3]$_SDFF_PP1_
layout make-up:
class / instances / area (um^2) / area share
Clock buffer: 4 / 26.3 / 0.0560
Inverter: 1 / 3.75 / 0.00800
Multi-Input combinational cell: 14 / 105 / 0.224
Sequential cell: 9 / 206 / 0.440
Tap cell: 46 / 57.6 / 0.123
Timing Repair Buffer: 7 / 70.1 / 0.149
No activity file was given, so power comes from the tool's default toggle rates.
