<file path="design/flow/config.mk">
export PLATFORM = sky130hd
export DESIGN_NAME = step
export DESIGN_NICKNAME = step
export VERILOG_FILES = /design/flow/design.v
export SDC_FILE = /design/flow/constraint.sdc
export NUM_CORES = 4
export LEC_CHECK = 1
export CORE_UTILIZATION = 30
</file>
<file path="design/flow/constraint.sdc">
current_design step

set clk_period 3.4
set clk_io_pct 0.2

create_clock -name clk0 -period $clk_period [get_ports {clk}]

set non_clock_inputs [all_inputs -no_clocks]
set_input_delay [expr $clk_period * $clk_io_pct] -clock clk0 $non_clock_inputs
set_output_delay [expr $clk_period * $clk_io_pct] -clock clk0 [all_outputs]
</file>
<file path="design/flow/design.v">
module step(
    input clk,
    input rst,
    output reg new_clk
    );
    localparam define_speed = 26'd500000;
    reg [25:0] count;
	always @ (posedge(clk),posedge(rst))
    begin
        if (rst == 1'b1)
        begin 
            count = 26'b0;   
            new_clk = 1'b0;            
        end
        else if (count == define_speed)
        begin
            count = 26'b0;
            new_clk = ~new_clk;
        end
        else
        begin
            count = count + 1'b1;
            new_clk = new_clk;
        end
    end
endmodule
</file>
<file path="design/flow/run.sh">
#!/bin/bash
# OpenROAD 26Q1-2900-gdf79404cd8, Yosys 0.63+post, stock flow scripts
make -C /OpenROAD-flow-scripts/flow DESIGN_CONFIG=/design/flow/config.mk WORK_HOME=/design/flow/orfs finish
</file>
==> results.txt <==
run results: startpoint types flip-flop, syn avg cell area 11.3 µm², family with the most delay on the worst path buffers and inverters, CP arrival 1.16 ns, # H-tree levels 1, Slew HR 0.673, Static Leak 0.623 nW, Synth Register Bits 27, drt via density 4.85, vias 853, R2R Setup Slk 1.75 ns, non-filler cells, final 176, final setup TNS 0 ns, CP Depth 1, crit path from new_clk, site row count 23, post-layout minimum cycle time 1.84 ns, Max FO, Critical Path 2, hold_buf cts 0, Max Fclk 544 MHz, post-route ant nets 0, fp util 0.324, RSZ-0062 raised after global routing false, final setup violation count 0, YS warnings 1, Clock Tree Root clkbuf_8, Final Util 0.357, Num CTS Buffers 3, Int Pwr 0.406 mW, clock network fraction of design power 0.357, r2r endpoint count[10], Hold Path Class flip-flop to flip-flop, Worst Reg-to-Reg Cells 5, max incr delay on CP 0.48 ns, Area Growth Syn to Fin 10.3%, area reported by Yosys stat 0.00134 mm², kind of critical path flip-flop to primary output, Hold Fails Final Rpt 0, Combinational Power Share 0.016, switching power 0.106 mW, slowest CP cell clkdlybuf4s50_1, CP endpoint kind primary output, Chip Height 68.9 µm, die span in x 68.9 µm, Placed Cells 172, total core area 0.00414 mm², DRC 0, Tot GR Track Use 0.118, CTS-repair resized insts 0, Yosys cell types 28, WP data required 2.72 ns, clock sinks 27, synthesized netlist cell count 119, Seq pwr share 0.627, CTS tree done, # Cells Yosys 119, grt ovf 0, layout cells sized above 1 0.119, max_cap viols 0, final WL 2230 µm, largest net degree at the start of global routing 28, first-pass GRT wire length 4070 µm, Buffers on Ports 2, final clock skew 0.00704 ns, layout filler cell count 418, final hold slack 0.478 ns, worst-margin pin slew 0.488 ns, Seq/Total Area, Yosys 0.503, initial antenna violation count 0, CTS clk-pin slew, worst paths 0.09 ns, RD Place Congestion 0.791, outcome finished clean, CTS Buffer Depth 2, pwr dens 345 mW/mm², Critical Path, Cell by Cell clkdlybuf4s50_1, Pre-Repair DR Iteration Count 4, Late-Pin Clk Latency 0.27 ns, Post-Syn Area 0.00134 mm², DR iter-0 viols 19, vias in the first global route 870, Switching Fraction 0.206, Final Slew Violations 0, Tool Warnings 26, HPWL after DPL 1540 µm, number of post-CTS setup repair buffers 0, Final period util 0.541, Buf+Inv Stages, Crit Path 1, routed len/inst 12.6 µm, Critical Path End new_clk, worst reg2reg startpoint count[0], Die ar. 0.00475 mm², Peak VDD IR 0.278 mV, n_diodes 0, num ports 3
==> synthesized netlist by cell type <==
cell / instances / area share
xor2_1: 2 / 0.013
nand3_1: 9 / 0.034
nand2_1: 7 / 0.020
buf_4: 1 / 0.0056
mux2i_1: 1 / 0.0075
nor2_1: 13 / 0.036
a2111oi_2: 1 / 0.011
nand4_2: 1 / 0.0093
nand4_1: 4 / 0.019
nand3b_1: 1 / 0.0056
inv_1: 4 / 0.011
a21oi_1: 1 / 0.0037
ha_1: 2 / 0.019
nand4_4: 2 / 0.032
nor2_2: 1 / 0.0047
and4_1: 3 / 0.020
and3_1: 3 / 0.014
xnor2_1: 20 / 0.13
nor3_2: 1 / 0.0075
and2_1: 2 / 0.0093
nor3_1: 2 / 0.0075
nor4b_1: 2 / 0.013
nor2b_1: 1 / 0.0047
nor4_4: 1 / 0.016
dfrtp_1: 27 / 0.50
nor4_1: 5 / 0.023
nor4_2: 1 / 0.0093
xor2_2: 1 / 0.012
==> metal layers <==
layer	up-vias	share of wire	GRT usage
met2	9	0.42	0.163
met1	414	0.53	0.193
met5	-	0	0
met3	4	0.031	0.0267
li1	426	-	-
met4	0	0.019	0.0281
==> cells in the final DEF (no fill, tap or decap), types with 2 or more instances in the layout <==
cell             synthesis  layout
and2_1                   2       2
and3_1                   3       3
and4_1                   3       3
buf_4                    1       2
clkbuf_8                 0       3
clkdlybuf4s50_1          0       2
dfrtp_1                 27      27
ha_1                     2       2
inv_1                    4       4
nand2_1                  7       7
nand3_1                  9       9
nand4_1                  4       4
nand4_4                  2       2
nor2_1                  13      13
nor3_1                   2       2
nor4_1                   5       5
nor4b_1                  2       2
xnor2_1                 20      20
xor2_1                   2       2
==> cell families (layout without fill, tap and decap cells) <==
group,count (synthesis),count (layout),synth area share
flops,27,27,0.503
simple gates,59,59,0.283
buf+inv,5,12,0.0168
xor+xnor,23,23,0.156
compound gates,2,2,0.0149
mux,1,1,0.00746
fa+ha+maj,2,2,0.0186
==> worst min path at each step <==
stage	startpoint	end	slack (ns)	depth (start not counted)
after CTS	count[25]	count[25]	0.48	1
final	count[25]	count[25]	0.48	1
after global routing	count[25]	count[25]	0.50	1
==> through the flow <==
step	setup WS (ns)	cell area, µm²	total power [mW]
CTS	1.55	1480	0.521
global placement	1.78	1430	0.336
detailed placement	1.78	1430	0.336
finish	1.56	1480	0.511
floorplan	1.89	1340	0.332
global route	1.51	1480	0.539
==> cell type report <==
| cell class | count | area (µm²) | share of cell area |
|---|---|---|---|
| Timing Repair Buffer | 4 | 35.0 | 0.0236 |
| Inverter | 4 | 15.0 | 0.0101 |
| Clock buffer | 3 | 41.3 | 0.0279 |
| Clock inverter | 1 | 7.51 | 0.00507 |
| Sequential cell | 27 | 676 | 0.456 |
| Tap cell | 50 | 62.6 | 0.0422 |
| Multi-Input combinational cell | 87 | 644 | 0.435 |
==> power by group through the flow <==
stage	logic, mW	clock network, mW	registers, mW
6_report	0.00810	0.182	0.321
4_1_cts	0.00877	0.191	0.321
5_1_grt	0.00961	0.209	0.321
==> sequential cells by signal, indices dropped and copies added (netlist names) <==
register	cells
new_clk	1
count	26
No activity file was given, so power comes from the tool's default toggle rates.
